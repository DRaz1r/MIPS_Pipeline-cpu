==> flow/design.v <==
`timescale 1ns / 1ps
module alu (
    input  [31:0]   A   ,
    input  [31:0]   B   ,
    input  [5 :0]   AluOP,
    output Zero,
    output [1:0] Movz_Flag,
    output [31:0]   F  
);
    wire [31:0]    a_add_b_result;
    wire [31:0]    a_sub_b_result;
    wire [31:0]    a_or_b_result;
    wire [31:0]    a_and_b_result;
    wire [31:0]    a_xor_b_result;
    wire [31:0]    a_slt_b_result;
    wire [31:0]    movz_result;
    wire [31:0]    b_sll_a_result;
    assign a_add_b_result = A + B;
    assign a_sub_b_result = A - B;
    assign a_or_b_result = A | B;
    assign a_and_b_result = A & B;
    assign a_xor_b_result = A ^ B;
    assign a_slt_b_result = (A < B) ? 32'b1 : 32'b0;
    assign Movz_Flag = { {(B == 0)}, {(AluOP == 6'b001010)} };
    assign movz_result = (B == 0) ? A : 32'b0;
    wire [4:0] shamt;
    assign shamt = A[4:0];
    assign b_sll_a_result = B << shamt;
    assign  F   =   ({32{AluOP == 6'b100000}}  & a_add_b_result)  |
                    ({32{AluOP == 6'b100010}}  & a_sub_b_result)  |
                    ({32{AluOP == 6'b100101}}   & a_or_b_result)   |
                    ({32{AluOP == 6'b100100}}  & a_and_b_result)  |
                    ({32{AluOP == 6'b100110}}  & a_xor_b_result)  |
                    ({32{AluOP == 6'b101010}}  & a_slt_b_result)  |
                    ({32{AluOP == 6'b001010}} & movz_result)     |
                    ({32{AluOP == 6'b000000}}  & b_sll_a_result)  |
                    0;
    assign Zero = (F == 0) ? 1 : 0;
endmodule
==> flow/run.sh <==
#!/bin/bash
# OpenROAD 26Q1-2900-gdf79404cd8, Yosys 0.63+post, stock flow scripts
make -C /OpenROAD-flow-scripts/flow DESIGN_CONFIG=/design/flow/config.mk WORK_HOME=/design/flow/orfs finish
==> flow/config.mk <==
export PLATFORM = sky130hd
export DESIGN_NAME = alu
export DESIGN_NICKNAME = alu
export VERILOG_FILES = /design/flow/design.v
export SDC_FILE = /design/flow/constraint.sdc
export NUM_CORES = 4
export LEC_CHECK = 1
export CORE_UTILIZATION = 50
==> flow/constraint.sdc <==
current_design alu

set clk_period 19.3
set clk_io_pct 0.2

create_clock -name clk0 -period $clk_period

set non_clock_inputs [all_inputs -no_clocks]
set_input_delay [expr $clk_period * $clk_io_pct] -clock clk0 $non_clock_inputs
set_output_delay [expr $clk_period * $clk_io_pct] -clock clk0 [all_outputs]
==> impl.org <==
#+TITLE: Implementation results

** Die
- Count of standard-cell rows :: 44
- In this run the vertical extent of the chip is 124 µm.
- IO Count :: 105
- The floorplan step records an initial core utilization of 51.3%.
- Overall die width :: 124 µm
- Placeable core region :: ~15000 µm²
- Overall chip area :: 15500 µm²

** Cells and area
- Final standard cell area without fillers :: ~8600 µm²
- Area added between synthesis and finish :: 14.9%
- Number of clock buffers in the layout :: 0
- Fraction of layout instances using a drive strength above 1 :: about 7.4%
- Most common cell after layout, fill and taps aside :: sky130_fd_sc_hd__clkdlybuf4s50_1
- Footprint of the flip-flops and latches :: 0 µm²
- Per the cell usage report, the commonest logic cells after layout are sky130_fd_sc_hd__clkdlybuf4s50_1 (102), sky130_fd_sc_hd__inv_1 (98), sky130_fd_sc_hd__ha_1 (97).
- The design has 0 sequential cells.

** Timing
- The flow reports an fmax of around 75 MHz.
- Worst slew margin relative to its limit :: 38.1%
- Setup repair after global routing missed its margin :: no
- Summed over all failing endpoints, the final setup total negative slack is 0 ns.
- Final tally of max-slew violations :: 0
- Post-layout period usage :: ~70%
- Final Setup Violations :: 0
- The transition time recorded at the tightest slew-check pin is ~0.92 ns.
- The final timing report derives a shortest allowable period of 13.26 ns.
- Hold-check failures listed in the final report amount to 0.

** Placed design
- The congestion estimate from routability-driven global placement came to 1.08.
- HPWL Detailed :: 24.7 mm
- IO buf count :: 105
- Instance area after placement :: 8600 µm²

** Detailed routing
- The routed design uses ~4.0 mm of met3 wire.
- For this block, wires on met1 add up to 13.9 mm.
- The violation tally recorded at the end of detailed-routing iteration 0 is 1073.
- Total met2 wirelength after detailed routing :: 13.3 mm
- Number of optimization iterations in the first detailed-route pass :: 6
- The routed layout reports a DRC error count of 0.
- Routed vias/inst :: 6.93
- The detailed router used layers up to and including met4.
- Per the detailed-route log, wirelength across all metal layers totals 32.2 mm.
- In the final routed layout, each cell accounts on average for 24.4 µm.
- Nets still carrying antenna violations after routing amount to 0.
- Number of diodes added for antenna fixing :: 0
- Total vias in the final route :: 9142

** Min path
- Hold analysis shows the worst path with a depth of 4.
- Class of the most critical hold timing path :: input port to output pin
- Worst Min Path Start :: A[13]
- Endpoint with the worst hold slack :: F[13]

** Power
- Power per unit of standard cell area :: 27.6 nW/µm²
- The internal power of the cells totals ~0.096 mW.
- Leakage power total :: 3.73 nW
- Combinational cells account for 100.0% of the total power.
- The analysis reports a worst IR drop on VDD of ~0.000017 V.
- Power dissipated by switching net loads :: 0.142 mW
- The power report shows net switching accounting for roughly three fifths of the total.
- The share of total power dissipated in sequential elements is 0%.
- Part of the total power dissipated in the clock network :: 0%

** GRT
- Largest net degree at the start of global routing :: 51
- Vias in the first global route :: 8300
- The global routing report lists combined usage of all routing layers as 41.4%.
- The initial antenna violation count came to 0.
- Overflow after GRT :: 0
- Wire length of the first global-routing pass :: ~49 mm

** Synth
- Number of cell instances after yosys synthesis :: roughly 1.1k
- Synthesis produced 1081 cells.
- Summed over its instances, the top area cell type makes up 16.2% of the synthesized netlist area.
- For this run, the register share of the synthesized area comes to 0%.
- Yosys synthesis chip area :: around 7500 µm²
- The synthesized design spends more area on one cell type than any other, namely sky130_fd_sc_hd__ha_1.
- The synthesized netlist occupies a cell area of 7480 µm².
- Warnings from Yosys :: 0
- Synth area leaders :: sky130_fd_sc_hd__ha_1 (16%), sky130_fd_sc_hd__mux2i_1 (8.0%), sky130_fd_sc_hd__a21oi_1 (5.6%), sky130_fd_sc_hd__mux4_2 (5.4%), sky130_fd_sc_hd__inv_1 (4.9%)
- Synthesized area per cell :: 6.92 µm²
- Synthesis instantiated 81 different standard cells from the library.

** Worst setup path
- Kind of start point of the critical path :: input port
- Endpoint class of the critical path :: output pin
- WP data required :: ~15 ns
- On the critical path the data arrives at roughly 9.4 ns.
- Critical Path Source :: A[2]
- Maximum fanout along the worst path :: 32
- The critical path in this run is classified as input port to output pin.

** CTS
- Post-CTS Setup Repair Bufs :: 0
- Number of buffers inserted for hold repair after clock tree synthesis :: 0
- The number of gates resized after CTS was 0.

** Run status
- Outcome :: complete, no violations

** Run
- Number of max-capacitance violations reported :: 0
- The number of warnings reported in the stage logs is 98.
[worst max-delay path, cell delays in order]
cell                              delay [ns]
sky130_fd_sc_hd__clkdlybuf4s50_1        0.45
sky130_fd_sc_hd__buf_4                  0.35
sky130_fd_sc_hd__clkinv_1               0.59
sky130_fd_sc_hd__ha_1                   0.72
sky130_fd_sc_hd__a21o_1                 0.21
sky130_fd_sc_hd__a221oi_2               0.11
sky130_fd_sc_hd__o41ai_2                0.83
sky130_fd_sc_hd__a41o_1                 0.42
sky130_fd_sc_hd__a311o_1                0.24
sky130_fd_sc_hd__a211o_1                0.13
sky130_fd_sc_hd__o211ai_1               0.13
sky130_fd_sc_hd__nor4_1                 0.50
sky130_fd_sc_hd__nand4_1                0.22
sky130_fd_sc_hd__nor2_1                 0.17
sky130_fd_sc_hd__clkdlybuf4s50_1        0.47
[cell usage after synthesis (all sizes together), types with 20 or more instances]
cell and instances:
inv 100, ha 97, nor2 93, a21oi 85, nand2 73, mux2i 60, o21ai 56, clkbuf 35
nand3 35, buf 34, nor3 31, o22ai 29, nor4 22, a211oi 20
[power by group through the flow]
stage     clock (mW)  sequential [mW]  combinational [mW]
4_1_cts            0                0               0.231
5_1_grt            0                0               0.256
6_report           0                0               0.238
[worst max-delay path by stage]
stage,end,depth (start not counted)
final,Zero,15
after global routing,Zero,16
after CTS,Zero,16
[per-stage QoR]
step	power, mW	cells	hold WS, ns	utilization, %	setup slack (ns)
floorplan	0.148	1081	7.80	-	7.89
global placement	0.230	1320	8.87	58.9	6.30
detailed placement	0.229	1320	8.86	58.9	6.23
CTS	0.231	1320	8.87	58.9	6.22
global route	0.256	1320	8.95	58.9	5.71
finish	0.238	1320	8.88	58.9	6.04
[area by class of cell]
class	instances	area, µm²
Tap cell	184	230
Inverter	103	387
Multi-Input combinational cell	909	6800
Fill cell	1406	5990
Timing Repair Buffer	124	1180
[logic make-up after synthesis]
group                      count (synthesis)  synth area share (%)
adders and majority gates                 99                  16.8
xor gates and xnor gates                  13                  1.52
and+or+nand+nor                          329                  21.5
AOI/OAI and AO/OA                        375                  35.1
buffers and inverters                    172                  9.37
muxes                                     93                  15.7
[per-layer routing]
layer / up-vias / track usage (%)
met2: 571 / 59.0
li1: 4234 / -
met1: 4260 / 61.1
met3: 77 / 12.2
met5: - / 0
met4: 0 / 10.8
Power figures rest on the tool's default switching activity, not on a simulated workload.
