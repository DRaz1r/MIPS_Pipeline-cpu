**constraint.sdc**
```tcl
current_design CU

set clk_period 2.2
set clk_io_pct 0.2

create_clock -name clk0 -period $clk_period

set non_clock_inputs [all_inputs -no_clocks]
set_input_delay [expr $clk_period * $clk_io_pct] -clock clk0 $non_clock_inputs
set_output_delay [expr $clk_period * $clk_io_pct] -clock clk0 [all_outputs]
```
**config.mk**
```make
export PLATFORM = sky130hd
export DESIGN_NAME = CU
export DESIGN_NICKNAME = CU
export VERILOG_FILES = /design/flow/design.v
export SDC_FILE = /design/flow/constraint.sdc
export NUM_CORES = 4
export LEC_CHECK = 1
export CORE_AREA = 10 10 70 70
export DIE_AREA = 0 0 80 80
```
**design.v**
```verilog
`timescale 1ns / 1ps
module CU(
    input [5:0] OP,
    input [5:0] func,
    output RegWrite,
    output MemToReg,
    output MemWrite,
    output [5:0] AluOP,
    output Branch,
    output AluSrcB,
    output AluSrcA,
    output Jump,
    output RegDst
    );
    assign Jump = (OP == 6'b000010) | 0;
    assign Branch = (OP == 6'b000101) | 0;
    assign AluSrcB = (OP == 6'b101011) | (OP == 6'b100011) | | 0;
    assign AluSrcA = (OP == 6'b000000 && func == 6'b000000) | 0;
    assign RegWrite = (OP == 6'b000000) | (OP == 6'b100011) | 0;
    assign MemToReg = (OP == 6'b100011) | 0;
    assign MemWrite = (OP == 6'b101011) | 0;
    assign AluOP = ( {6{(OP == 6'b100011 || OP == 6'b101011)}} & 6'b100000 ) |
                    ( {6{OP == 6'b000101}}              & 6'b100010)  |
                    ( {6{OP == 6'b000000}}              & func)  | 
                    0;
    assign RegDst = ( (OP == 6'b000000) & 1) |
                    ( (OP == 6'b100011)  & 0) |
                    0;
endmodule
```
**run.sh**
```bash
#!/bin/bash
# OpenROAD 26Q1-2900-gdf79404cd8, Yosys 0.63+post, stock flow scripts
make -C /OpenROAD-flow-scripts/flow DESIGN_CONFIG=/design/flow/config.mk WORK_HOME=/design/flow/orfs finish
```
==> impl_metrics.csv <==
group,metric,value,unit
detailed_routing,via_per_inst,2.90,
grt,gr-total-overflow,0,
die,die_w,80,um
layout,n_fill_cell,378,
die,rows,21,
setup_path,criticalPathCategory,"input pin to output pin",
sta,hold_ws,1.24,ns
die,ioPinCount,26,
setup_path,arrival,1.76,ns
detailed_routing,drcViolationCount,0,
die,chipArea,6400,um2
layout,area_delta_synth_final,284,%
grt,grtUsageMet3,0.0102,
die,die_h,80,um
synthesis,synth_warnings,0,
pwr,p_per_area,82.1,nW/um2
detailed_routing,dr.pass1.iters,2,
setup_path,startpoint_type,"input pin",
grt,grt_pass1_vias,332,
layout,instances_no_fill,108,
grt,met1_usage,0.0376,
sta,setup_viol,0,
grt,grt_first_pass_wirelength,1610,um
placed_design,port_buffers,26,
detailed_routing,finalWirelength,1040,um
setup_path,path_max_fanout,3,
clock_network,cts_hold_buf,0,
setup_path,required,1.76,ns
sta,hold_viol,0,
synthesis,yosys_area,150,um2
synthesis,top_cells_by_area,"and2_2 20%, nor3_4 11%, nand2b_1 8.3%, nor4_1 8.3%, or4_4 7.5%",
placed_design,place_ws,-0.618,ns
synthesis,ys_seq_share,0,
sta,grt_setup_unrepaired,"yes",
sta,finalMaxSlewViolations,0,
placed_design,dpl.cell_count,98,
synthesis,netlist_top_cells_count,"4 x and2_2, 2 x nand2b_1, 2 x nor2_1, 2 x nor4_1",
sta,fin_crit_sh,0.998,
synthesis,syn_area,150,um2
detailed_routing,initialDrtViolationCount,3,
sta,max_slew.worst_pin.slew,0.264,ns
synthesis,ys_cells,21,
sta,maxSlewHeadroom,0.822,
run,cap_violations,0,
grt,use_met2,0.0506,
layout,regArea,0,um2
hold_path,min_path_type,"input pin to output pin",
layout,layout-drive-gt1-share,0.661,
sta,tns,0,ns
pwr,p_leak,0.294,nW
die,fp_util,0.0440,
layout,comb_area,170,um2
setup_path,endpoint,"AluOP[0]",
sta,period_needed,2.20,ns
detailed_routing,wire_per_inst,9.65,um
detailed_routing,num_vias,313,
grt,grt_antenna_before_repair,0,
synthesis,netlist_instances,21,
pwr,vdd_drop_max,11.6,uV
placed_design,place_hpwl,828,um
placed_design,gp_congestion,0.772,
sta,fin_ws,0.00384,ns
pwr,power,0.0473,mW
synthesis,netlist-cell-type-count,15,
run,warnings,34,
setup_path,end_kind,"output pin",
synthesis,syn_area_per_cell,7.15,um2
detailed_routing,n_antenna_cell,0,
status,status,"finished, final reports clean",
synthesis,synth.most_common_cell,"and2_2",
setup_path,setup.worst_path.start,"OP[4]",
grt,grtUsageTotal,0.0298,
grt,top_usage_layer,"met2",
detailed_routing,final_antenna_net_count,0,
layout,clkbuf_count,0,
die,core-area,3420,um2
synthesis,top_area_cell,"and2_2",
sta,fmax,0.455,GHz
layout,ff_count,0,
grt,grt_max_degree,5,
synthesis,top_area_frac,0.200,
## area by class of cell
cell class / count / share of cell area
Timing Repair Buffer: 41 / 0.599
Inverter: 1 / 0.00651
Tap cell: 46 / 0.0998
Multi-Input combinational cell: 20 / 0.295
## per-layer routing
layer,vias to the layer above,part of all wire,wire length (um)
met3,0,0.15,153
met1,134,0.44,454
met5,-,0,0
met4,0,0,0
met2,18,0.42,434
li1,161,-,-
## logic make-up after synthesis
kind of cell,share of synthesized area
and+or+nand+nor,0.800
AOI/OAI and AO/OA,0.175
buffers and inverters,0.0250
## worst max-delay path: stages
cell and delay [ns]:
buf_6 0.09, or4_4 0.55, nor3_4 0.17, buf_6 0.13, buf_6 0.09, buf_6 0.08, and2_4 0.12, buf_6 0.07
## report_power, final
| part | total (mW) | internal (mW) | switching (mW) | leakage (nW) |
|---|---|---|---|---|
| logic | 0.0473 | 0.0320 | 0.0153 | 0.294 |
| clock network | 0 | 0 | 0 | 0 |
| registers | 0 | 0 | 0 | 0 |
| total | 0.0473 | 0.0320 | 0.0153 | 0.294 |
## worst min path at each step
stage                 slack (ns)  startpoint       end  depth (start not counted)
after CTS                   1.33       OP[2]  RegWrite                          5
final                       1.24       OP[4]      Jump                          4
after global routing        1.26       OP[4]      Jump                          4
## placed cells by master (no fill, tap or decap)
cell and instances:
nand2_1 1, dlymetal6s2s_1 1, nand2b_1 2, nor2_1 2, clkdlybuf4s50_1 10, clkbuf_2 1
and2_4 2, and2_2 2, nor3b_2 1, or3_4 1, inv_2 1, clkdlybuf4s15_1 1
buf_6 6, and2_1 1, and3_4 1, nor4_1 1, o21bai_1 1, buf_2 8
buf_4 12, a211o_2 1, dlygate4sd2_1 1, a21o_2 1, nor3_4 1, clkdlybuf4s15_2 1
or4_4 1, nor4_2 1
## metrics by stage
step,utilization,cell area [um2]
after floorplan,-,150
after global placement,0.148,505
after detailed placement,0.148,505
after CTS,0.164,562
after global routing,0.169,577
final,0.169,577
## what timing repair did
action                                  4_1_cts  5_1_grt
gates resized                                54        7
pin swaps                                     4        3
endpoints found under the setup margin       14       13
gates cloned                                  0        0
setup buffers                                10        0
Power figures rest on the tool's default switching activity, not on a simulated workload.
