--- /design/flow/config.mk ---
export PLATFORM = sky130hd
export DESIGN_NAME = ID_EX_Reg
export DESIGN_NICKNAME = ID_EX_Reg
export VERILOG_FILES = /design/flow/design.v
export SDC_FILE = /design/flow/constraint.sdc
export NUM_CORES = 4
export LEC_CHECK = 1
export CORE_AREA = 10 10 260 260
export DIE_AREA = 0 0 270 270
--- /design/flow/constraint.sdc ---
current_design ID_EX_Reg

set clk_period 10.5
set clk_io_pct 0.2

create_clock -name clk0 -period $clk_period [get_ports {clk}]

set non_clock_inputs [all_inputs -no_clocks]
set_input_delay [expr $clk_period * $clk_io_pct] -clock clk0 $non_clock_inputs
set_output_delay [expr $clk_period * $clk_io_pct] -clock clk0 [all_outputs]
--- /design/flow/design.v ---
`timescale 1ns / 1ps
module ID_EX_Reg(
    input clk,
    input stall,
    input reset_n,
    input [31:0]ID_Instr,  
    output reg [31:0] EX_Instr,
    input ID_RegWrite,
    input ID_MemToReg,
    input ID_MemWrite,
    input [5:0] ID_AluOP,
    input ID_Branch,
    input ID_AluSrcB,
    input ID_AluSrcA,
    input ID_Jump,
    input [31:0] ID_Imm,
    input [31:0] ID_Reg1,
    input [31:0] ID_Reg2,
    input [4:0] ID_WriteReg,
    input [25:0] ID_instr_index,
    input [31:0] ID_NPC,
    input [4:0] ID_shamt,
    output reg [4:0] EX_shamt, 
    input [4:0] ID_rs,
    input [4:0] ID_rt,
    input [4:0] ID_rd,
    output reg [4:0] EX_rs,
    output reg [4:0] EX_rt,
    output reg [4:0] EX_rd,
    input [31:0] ID_PC,
    output reg [31:0] EX_PC,
    output reg EX_RegWrite,
    output reg EX_MemToReg,
    output reg EX_MemWrite,
    output reg [5:0] EX_AluOP,
    output reg EX_Branch,
    output reg EX_AluSrcB,
    output reg EX_AluSrcA,
    output reg EX_Jump,
    output reg [31:0] EX_Imm,
    output reg [31:0] EX_Reg1,
    output reg [31:0] EX_Reg2,
    output reg [4:0] EX_WriteReg,
    output reg [25:0] EX_instr_index,
    output reg [31:0] EX_NPC
    );
    always @(posedge clk) begin
        if (!reset_n) begin
            EX_RegWrite <= 0;
            EX_MemToReg <= 0;
            EX_MemWrite <= 0;
            EX_AluOP <= 0;
            EX_Branch <= 0;
            EX_AluSrcB <= 0;
            EX_AluSrcA <= 0;
            EX_Jump <= 0;
            EX_Imm <= 0;
            EX_WriteReg <= 0;
            EX_instr_index <= 0;
            EX_rs <= 0;
            EX_rt <= 0;
            EX_rd <= 0;
            EX_Instr <= 0;
        end
        else begin
            if (stall) begin
                EX_RegWrite <= 0;
                EX_MemToReg <= 0;
                EX_MemWrite <= 0;
                EX_AluOP <= 0;
                EX_Branch <= 0;
                EX_AluSrcB <= 0;
                EX_AluSrcA <= 0;
                EX_Jump <= 0;
                EX_Instr <= EX_Instr;
                EX_PC <= EX_PC;
                EX_NPC <= EX_NPC;
            end
            else begin
                EX_RegWrite <= ID_RegWrite;
                EX_MemToReg <= ID_MemToReg;
                EX_MemWrite <= ID_MemWrite;
                EX_AluOP <= ID_AluOP;
                EX_Branch <= ID_Branch;
                EX_AluSrcB <= ID_AluSrcB;
                EX_AluSrcA <= ID_AluSrcA;
                EX_Jump <= ID_Jump;
                EX_Imm <= ID_Imm;
                EX_Reg1 <= ID_Reg1;
                EX_Reg2 <= ID_Reg2;
                EX_WriteReg <= ID_WriteReg;
                EX_instr_index <= ID_instr_index;
                EX_NPC <= ID_NPC;
                EX_rs <= ID_rs;
                EX_rt <= ID_rt;
                EX_rd <= ID_rd;
                EX_Instr <= ID_Instr;
                EX_PC <= ID_PC;
                EX_shamt <= ID_shamt;  
            end
        end
    end
endmodule
--- /design/flow/run.sh ---
#!/bin/bash
# OpenROAD 26Q1-2900-gdf79404cd8, Yosys 0.63+post, stock flow scripts
make -C /OpenROAD-flow-scripts/flow DESIGN_CONFIG=/design/flow/config.mk WORK_HOME=/design/flow/orfs finish
==> notes.md <==
Numbers from the implementation run.

The flow ran to the end, and the final reports show no timing, DRC or antenna violations. The share of power burned in the clock network is a little over two fifths. The remaining antenna violation count is 0. The first global-routing pass estimated about 49000 um of wire.

On met1, the global router reports a usage of approximately 9.8%. The count of non-filler cells in the finished layout is approximately 1900. For this block, the via count after detailed routing is about 6100. The count of flip-flops with a built-in enable after synthesis is roughly 130. On the worst setup and hold paths after CTS, the clock-pin slew comes to roughly 60 ps. The element type at the critical path end is a flip-flop. The deepest clock path buffer count is 3. Once synthesis finished, the tally of register bits stood at around 260. The flow reports that combinational logic draws between 10% and 20% of the design power. For the pin with the worst max-slew slack, the measured transition is 788.1 ps. The number of levels in the clock H-tree is 1. The initial antenna violation count is 11.

The fraction of synthesis flops using an asynchronous set or reset pin is 0%. The standby leakage power is between 5 and 6 nW. Measured along the y axis, the die boundary spans about 270 um. The root buffer cell is clkbuf_16.

The count of synthesis-stage warnings from yosys is 1. STA puts the critical path data required time at between 10000 and 15000 ps. By area the synthesized netlist is led by edfxtp_1 (47%), dfxtp_1 (29%), mux2i_1 (13%). Setup total negative slack on the finished layout was measured at 0 ps. The core region is a little over 0.06 sq mm. The element type at the critical path start is an input port. Across all hold checks on the routed design, the worst slack comes to just over 500 ps. The all-layer global routing usage is 9.225%. The number of max-cap violations is 0.

According to the timing report, the arrival time at the worst endpoint equals 4030 ps. The count of tool warnings is 25. The cell count in the Yosys report is 515. After detailed placement, the design holds a cell count of 1847. The top cell family by delay on the critical path is buffers and inverters. The routed wire length is 34430 um.

The prevailing post-synth register cell is edfxtp_1. Counting instances in the post-synthesis netlist gives the leading cell types as edfxtp_1 (133), dfxtp_1 (123), nor2b_1 (111), mux2i_1 (110), and2_1 (13). The global routing met3 resource utilization is 6.396%. The final tally of hold violations is 0. The post-detailed-route DRC marker count is 0. The fraction of post-synthesis cell area in the top cell type by area is a little under half. Looking at the power breakdown, sequential logic takes 45.1% of the total. CTS saw 256 sinks. The layer with the highest usage after global routing is met2. Overall power consumption after layout is estimated at between 2 and 3 mW. The via count of the first global-routing pass is roughly 6700. The last timing report of the flow puts the setup violation total at 0.

For the finished layout, the period the worst path requires is around 3800 ps. OpenROAD reports that the post-layout worst path occupies ~37% of the period. The sequential-to-total area share from yosys stat is between 70% and 80%. Per the TritonCTS log, the buffer count is 31. Counting pins that exceed their max-slew limit in the final report gives 0.

After detailed routing, the number of vias per cell comes to between 3 and 4. The yosys synthesis chip area is between 0.008 and 0.009 sq mm. The wire-length estimate of the detail-placed layout is between 20000 and 30000 um. The number of logic stages on the critical path including buffering is 4. After synthesis the cells add up to 0.008508 sq mm. The post-cts hold-fix buffer tally is 0. TritonCTS built the clock tree. The maximum frequency from static timing analysis is about 260 MHz. The share of total power consumed by net switching is a little over a fifth. The internal portion of the total power is roughly 2 mW. The initial core utilization is 13.76%. The combined buffer and inverter count along the critical path is 3. The depth of the worst register-to-register path is 2. For this design the top-level I/O count stands at 515.

The average footprint of a synthesized cell is 16.52 sq um. The cell seen most often among critical-path stages is buf_4. The worst setup skew after layout is 0 ps. The number of detailed-routing iterations run before antenna repair is 4. For this design the total switching power over the nets is between 0.5 and 0.6 mW. The area added between synthesis and finish is 83.93%. The layout summary lists the proportion of cells stronger than drive strength 1 as between 5 and 6%. The worst-case IR drop observed on VDD is approximately 92 uV. The critical path goes through buf_4, nor2b_4, buf_4, buf_4. The cell count after synthesis is roughly 500. Per the synthesis report, the number of distinct cell types is 9. The placement report lists the number of port buffers as about 510. The post-CTS repair timing setup buffer count is 0. The floorplan row count is roughly 90. According to the hold report, the worst path is of the reg2reg type.

The final cell utilization of the core is about a quarter. The worst hold path was traced through 2 stages. The largest net degree at the start of global routing is between 60 and 70. The clock latency at the later pin of the worst-skew pair is roughly 580 ps. The largest driver fanout on the critical path is slightly below 70. edfxtp_1 takes more of the synthesized area than any other cell. For this run the aggregate overflow at the end of global routing stands at 0.

Gates resized during post-CTS repair numbered 0. The most frequently used library cell after synthesis is edfxtp_1. The post-detailed-route wirelength per cell is roughly 18 um. The chip occupies ~0.073 sq mm. The DRC marker count from the first detailed-route iteration is 266. Setup repair after global routing left no endpoint under its margin.

In this run the tightest slew margin relative to its limit is roughly 47%. After its last routability iteration, the placer logged a weighted congestion of 0.9247. For reference, the most critical setup path is categorized as in2reg. The largest stage delay on the critical path is ~700 ps.

The met2 routing resource usage after global routing is 14.90%. The library cell contributing the largest single delay on the critical path is buf_4. In this run the power density over the cells is between 150 and 200 mW/mm^2. Measured along the x axis, the die boundary spans approximately 270 um.
==> state kept, by name (all words and copies together) (netlist names), 5 cells and up <==
signal          flops
EX_rs               5
EX_AluOP            6
EX_shamt            5
EX_NPC             32
EX_Reg2            32
EX_Instr           32
EX_rt               5
EX_Imm             32
EX_PC              32
EX_rd               5
EX_WriteReg         5
EX_instr_index     26
EX_Reg1            32
==> power groups by stage <==
stage     logic, mW  clock network [mW]  registers [mW]
6_report      0.288                1.11            1.14
5_1_grt       0.313                1.19            1.15
4_1_cts       0.297                1.16            1.14
==> layout make-up <==
type	instances	area, sq um
Timing Repair Buffer	520	5189
Clock inverter	17	203.9
Clock buffer	41	863.3
Tap cell	837	1047
Sequential cell	256	6456
Antenna cell	2	5.005
Multi-Input combinational cell	234	1884
Fill cell	6307	46180
==> final timing paths <==
| path | startpoint | endpoint | slack, ps |
|---|---|---|---|
| max | reset_n | EX_NPC[1] | 6670 |
| min | EX_Imm[10] | EX_Imm[10] | 510 |
| max reg2reg | EX_rs[0] | EX_rs[0] | 9840 |
| min reg2reg | EX_Imm[10] | EX_Imm[10] | 510 |
==> metrics by stage <==
step           cell area (sq um)  worst slack (ps)
2_1_floorplan               8508              6117
3_3_place_gp               14580              6070
3_5_place_dp               14580              6005
4_1_cts                    15640              6638
5_1_grt                    15650              6500
6_report                   15650              6666
==> layer usage <==
| metal | up-vias | wire, um |
|---|---|---|
| li1 | 2868 | - |
| met1 | 2779 | 12060 |
| met2 | 410 | 15970 |
| met3 | 60 | 5556 |
| met4 | 6 | 815 |
| met5 | - | 36 |
==> logic make-up after synthesis <==
family	count (synthesis)	synth area share, %
buf+inv	25	2.059
flops	256	75.88
mux	110	12.94
simple gates	124	9.118
==> worst reg2reg max path, delay by kind of cell, from the launching register on <==
family | cells | cell delay [ps]
DFF | 1 | 380
muxes | 1 | 90
and+or+nand+nor | 1 | 130
==> layout by cell type, fill, tap and decap left out <==
cell type / Yosys / layout
clkbuf_8: 0 / 5
bufinv_16: 0 / 4
clkdlybuf4s50_1: 0 / 512
clkbuf_1: 12 / 5
clkinv_2: 0 / 4
buf_6: 10 / 1
edfxtp_1: 133 / 133
and2_1: 13 / 13
clkbuf_16: 0 / 31
diode_2: 0 / 2
nor2b_4: 0 / 1
nor2b_1: 111 / 110
clkinv_1: 0 / 2
inv_6: 0 / 2
clkinv_4: 0 / 1
mux2i_1: 110 / 110
buf_4: 1 / 7
clkinvlp_4: 0 / 4
dfxtp_1: 123 / 123
Power figures rest on the tool's default switching activity, not on a simulated workload.
